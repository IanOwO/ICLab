### design/flow/config.mk
export PLATFORM = sky130hd
export DESIGN_NAME = STA
export DESIGN_NICKNAME = STA
export VERILOG_FILES = /design/flow/design.v
export SDC_FILE = /design/flow/constraint.sdc
export NUM_CORES = 4
export LEC_CHECK = 1
export CORE_UTILIZATION = 40
### design/flow/constraint.sdc
current_design STA

set clk_period 10.3
set clk_io_pct 0.2

create_clock -name clk0 -period $clk_period [get_ports {clk}]

set non_clock_inputs [all_inputs -no_clocks]
set_input_delay [expr $clk_period * $clk_io_pct] -clock clk0 $non_clock_inputs
set_output_delay [expr $clk_period * $clk_io_pct] -clock clk0 [all_outputs]
### design/flow/design.v
module STA(
	rst_n,
	clk,
	in_valid,
	delay,
	source,
	destination,
	out_valid,
	worst_delay,
	path
);
input				rst_n, clk, in_valid;
input		[3:0]	delay;
input		[3:0]	source;
input		[3:0]	destination;
output reg			out_valid;
output reg	[7:0]	worst_delay;
output reg	[3:0]	path;
integer i,j;
reg [5:0] counter;
reg [3:0] delay_list[0:15];
reg [3:0] in_degree_next[0:15];
reg [3:0] in_degree[0:15];
reg adjacent_list[0:15][0:15];
reg [15:0] visited_list_next;
reg [15:0] visited_list;
reg [7:0] calculate_delay[0:15];
reg [3:0] calculate_delay_parent[0:15];
reg [3:0] cur_node;
reg path_flag;
wire cur_node_adjacent;
assign cur_node_adjacent = adjacent_list[cur_node][0] & adjacent_list[cur_node][1] & adjacent_list[cur_node][2] & adjacent_list[cur_node][3] & adjacent_list[cur_node][4] & adjacent_list[cur_node][5] & adjacent_list[cur_node][6] & adjacent_list[cur_node][7] & adjacent_list[cur_node][8] & adjacent_list[cur_node][9] & adjacent_list[cur_node][10] & adjacent_list[cur_node][11] & adjacent_list[cur_node][12] & adjacent_list[cur_node][13] & adjacent_list[cur_node][14] & adjacent_list[cur_node][15];
always @(posedge clk or negedge rst_n) begin
	if(!rst_n) begin
		counter <= 6'b0;
	end
	else if(in_valid) begin
		counter <= counter + 1;
	end
	else if(!out_valid)begin
		counter <= counter;
	end
	else begin
		counter <= 6'd0;
	end
end
always @(posedge clk or negedge rst_n) begin
	if(!rst_n) begin
		for(i = 0;i < 16;i = i + 1) begin
			delay_list[i] <= 4'd0;
		end
	end
	else if(in_valid & (!counter[4])) begin
		delay_list[counter] <= delay;
	end
end
always @(posedge clk) begin
	if(in_valid) begin
		in_degree[source] <= in_degree[source] + 1;
	end
	else if(counter[5] & (!(&visited_list))) begin  
		for(i = 0;i < 16;i = i + 1) begin
			in_degree[i] <= in_degree_next[i];
		end
	end
	else begin
		for(i = 0;i < 16;i = i + 1) begin
			in_degree[i] <= 4'd0;
		end
	end
end
always @(*) begin
	for(i = 0;i < 16;i = i + 1) begin
		in_degree_next[i] = in_degree[i];
	end
	if(counter[5] & (!(&visited_list))) begin  
		for(i = 0;i < 16;i = i + 1) begin
			if(adjacent_list[cur_node][i]) begin
				in_degree_next[i] = in_degree[i] - 1;
			end
		end
	end
end
always @(posedge clk) begin
	if(in_valid) begin
		adjacent_list[destination][source] <= 1'b1;
		calculate_delay[0] <= 8'b11111111;
		calculate_delay[1] <= 8'd0;
		calculate_delay[2] <= 8'b11111111;
		calculate_delay[3] <= 8'b11111111;
		calculate_delay[4] <= 8'b11111111;
		calculate_delay[5] <= 8'b11111111;
		calculate_delay[6] <= 8'b11111111;
		calculate_delay[7] <= 8'b11111111;
		calculate_delay[8] <= 8'b11111111;
		calculate_delay[9] <= 8'b11111111;
		calculate_delay[10] <= 8'b11111111;
		calculate_delay[11] <= 8'b11111111;
		calculate_delay[12] <= 8'b11111111;
		calculate_delay[13] <= 8'b11111111;
		calculate_delay[14] <= 8'b11111111;
		calculate_delay[15] <= 8'b11111111;
		for(i = 0;i < 16;i = i + 1) begin
			calculate_delay_parent[i] <= 4'd0;
		end
	end
	else if(counter[5] & (!(&visited_list_next))) begin  
		for(i = 0;i < 16;i = i + 1) begin
			if(adjacent_list[cur_node][i]) begin
				calculate_delay[i] <= ((calculate_delay[i] < (calculate_delay[cur_node] + delay_list[i])) || (&calculate_delay[i]))? calculate_delay[cur_node] + delay_list[i]: calculate_delay[i];
				calculate_delay_parent[i] <= ((calculate_delay[i] < (calculate_delay[cur_node] + delay_list[i])) || (&calculate_delay[i]))? cur_node: calculate_delay_parent[i];
			end 
			else begin
				calculate_delay[i] <= calculate_delay[i];
				calculate_delay_parent[i] <= calculate_delay_parent[i];
			end
			adjacent_list[cur_node][i] <= 1'b0;
		end
	end
	else begin
		for(i = 0;i < 16;i = i + 1) begin
			for(j = 0;j < 16;j = j + 1) begin
				adjacent_list[i][j] <= 1'b0;
			end
		end
	end
end
always @(*) begin
	visited_list_next = visited_list;
	if(counter[5] & (!(&visited_list))) begin
		visited_list_next[cur_node] = 1'b1;
	end
	else if(&visited_list) begin
		visited_list_next = visited_list;
	end
	else begin
		visited_list_next = 16'd0;
	end
end
always @(posedge clk or negedge rst_n) begin
	if(!rst_n) begin
		visited_list <= 16'd0;
	end
	else if(counter[5] & (!(&visited_list))) begin
		visited_list <= visited_list_next;
	end
	else if(cur_node == 4'd1) begin
		visited_list <= 16'd0;
	end
	else begin
		visited_list <= visited_list_next;
	end
end
always @(posedge clk) begin
	if(in_valid) begin
		cur_node <= 4'd1;
	end
	else if(counter[5] & (!(&visited_list_next))) begin
		case(1)
			(!in_degree_next[0]) & (!visited_list_next[0]): cur_node <= 4'd0;
			(!in_degree_next[2]) & (!visited_list_next[2]): cur_node <= 4'd2;
			(!in_degree_next[3]) & (!visited_list_next[3]): cur_node <= 4'd3;
			(!in_degree_next[4]) & (!visited_list_next[4]): cur_node <= 4'd4;
			(!in_degree_next[5]) & (!visited_list_next[5]): cur_node <= 4'd5;
			(!in_degree_next[6]) & (!visited_list_next[6]): cur_node <= 4'd6;
			(!in_degree_next[7]) & (!visited_list_next[7]): cur_node <= 4'd7;
			(!in_degree_next[8]) & (!visited_list_next[8]): cur_node <= 4'd8;
			(!in_degree_next[9]) & (!visited_list_next[9]): cur_node <= 4'd9;
			(!in_degree_next[10]) & (!visited_list_next[10]): cur_node <= 4'd10;
			(!in_degree_next[11]) & (!visited_list_next[11]): cur_node <= 4'd11;
			(!in_degree_next[12]) & (!visited_list_next[12]): cur_node <= 4'd12;
			(!in_degree_next[13]) & (!visited_list_next[13]): cur_node <= 4'd13;
			(!in_degree_next[14]) & (!visited_list_next[14]): cur_node <= 4'd14;
			(!in_degree_next[15]) & (!visited_list_next[15]): cur_node <= 4'd15;
			default: cur_node <= cur_node;
		endcase
	end
	else if(&visited_list_next) begin
		cur_node <= calculate_delay_parent[cur_node];
	end
	else begin
		cur_node <= 4'd1;
	end
end
always @(*) begin  
	if(&visited_list_next) begin
		out_valid = 1'b1;
		worst_delay = (cur_node)? 4'd0:calculate_delay[0] + delay_list[1];
		path = cur_node;
	end
	else begin
		out_valid = 1'b0;
		worst_delay = 8'd0;
		path = 4'd0;
	end
end
endmodule
### design/flow/run.sh
#!/bin/bash
# OpenROAD 26Q1-2900-gdf79404cd8, Yosys 0.63+post, stock flow scripts
make -C /OpenROAD-flow-scripts/flow DESIGN_CONFIG=/design/flow/config.mk WORK_HOME=/design/flow/orfs finish
==> impl_metrics.toml <==
# synthesis and place-and-route metrics
[setup_path]
end_kind = "output pin"
crit_path_max_fanout = 46
worstRegToRegCells = 22
cp.required_ps = 8240
start_kind = "register"
arrival_ps = 5950
rrSetupSlack_ps = 3010
path_class = "register to output pin"
r2r_start = "cur_node[0]$_SDFFE_PP1N_"
r2r_end = "calculate_delay[7][0]$_SDFFE_PP1P_"

[sta]
fin_crit_sh_pct = 77.7
worst_pin_slew_ps = 927
drv_slew = 0
max_clock_freq_mhz = 125
timing.slew.headroom_pct = 38.0
layout_setup_ws_ps = 2290
hold_viol_final = 0
setup_tns_ps = 0
setup_viol = 0
skew_ps = 41.3
rsz0062_at_grt = "no"
finalCriticalPeriod_ps = 8010

[floorplan]
core.rowCount = 106
dieArea_um2 = 86100
fp_util_pct = 40.5
die_w_um = 293
die_y_um = 293
core_area_um2 = 83800
ioPinCount = 28

[routing]
routed_wirelength_um = 112000
vias_per_cell = 5.76
wl_met2_um = 48400
drt_drc_violations_left = 0
wl_met3_um = 10800
drt_first_iter_violations = 2170
vias = 28000
n_antenna_cell = 0
top_layer_used = "met5"
routedWlPerCell_um = 23.1
dr.pass1.iters = 8
ant_nets = 0
wl_met1_um = 49900

[layout]
fin_util_pct = 45.3
layout.area.seq_um2 = 12900
fillers = 7851
synthToLayoutAreaGrowth_pct = 11.8
logic_area_um2 = 19800
drive_gt1_share_pct = 11.7

[power]
p_per_area_nw_per_um2 = 193
p_leak_nw = 15.1
total_power_mw = 7.35
ir_worst_vdd_uv = 134

[place]
dp_worst_setup_slack_ps = 2940
place_congestion = 1.02
hpwl_um = 76800
port_buffers = 27

[clock_network]
holdBufCountCts = 0
numClockSinks = 606
cts-resized-gates = 0
cts_tree = "done"
cts_buffers = 69
worstSkewPairLatency_ps = 650
cts_max_level = 3
clockBufferDepth = 3
clk_pin_slew_ps = 60
postCtsSetupBuffers = 0
cts-root-buf = "clkbuf_16"

[yosys]
synthArstFlopShare_pct = 14.2
netlist-cell-type-count = 90
synth-edff-count = 28
largest_area_cell = "dfxtp_1"
top_area_share_pct = 29.0
yosysCellCount = 3691
top_cells_by_count = "531 x nor2_1, 492 x dfxtp_1, 298 x a21oi_1"
top_cell = "nor2_1"
ys_area_um2 = 34000
syn_area_per_cell_um2 = 9.20
ys.flops = 606
yosys_warnings = 5
ys_seq_share_pct = 37.8
syn_inst = 3691
topCellsByArea = "dfxtp_1 29%, ha_1 7.6%, dfrtp_1 6.3%"
synth_area_um2 = 34000
flop_cell = "dfxtp_1"

[min_path]
hp-start = "adjacent_list[225]$_SDFFE_PP0P_"
hold_path_class = "register to register"
hold_depth = 2
min_to = "adjacent_list[225]$_SDFFE_PP0P_"

[flow_run]
warning_count = 33
drv_cap = 0

[global_routing]
grt_max_degree = 72
grtUsageTotal_pct = 26.9
grt_pass1_vias = 26400
grt_pass1_wl_um = 169000
grt_overflow = 0
antenna_found_initial = 2

[run_status]
status = "finished, final reports clean"
==> sequential cells by signal, summed over array words and instances (netlist names), named ones only <==
name	cells
counter	6
calculate_delay	128
visited_list	16
cur_node	4
adjacent_list	256
delay_list	64
in_degree	64
calculate_delay_parent	64
==> kinds of logic after synthesis <==
family,count (synthesis),share of synthesized area [%]
mux,278,11.7
xor+xnor,132,3.40
simple gates,1186,16.6
fa+ha+maj,224,8.63
buf+inv,322,4.29
compound gates,943,17.6
flops,606,37.8
==> placed cells by master, fill, tap and decap left out, drive strengths merged, types with 18 or more instances in the layout <==
master         Yosys  routed
a211oi            26      26
a21o              95      95
a21oi            298     298
a22o              26      26
a22oi             60      60
a31oi             18      18
and2             106     106
buf              100     100
clkbuf           121      94
clkdlybuf4s50      0      25
dfrtp             86      86
dfxtp            492     492
edfxtp            28      28
ha               207     207
inv              101     102
mux2              63      63
mux2i            130     130
mux4              85      85
nand2            213     213
nand2b            52      52
nand3             34      34
nand4             44      44
nor2             555     555
nor2b             53      53
nor3              39      39
o211ai            37      37
o21a              21      21
o21ai            220     220
o22ai             28      28
xnor2             49      49
xor2              83      83
==> per-stage QoR <==
step                      instances  cell area [um2]  hold slack (ps)
after global placement         4729            35400              441
after global routing           4854            38000              477
after CTS                      4854            38000              464
final                          4854            38000              458
after detailed placement       4729            35400              449
after floorplan                3691            34000              431
==> report_power, final <==
group          total [mW]  internal (mW)  leakage [nW]  switching, mW
logic                1.93          0.811          8.48           1.12
clock network        2.74           1.64          1.23           1.10
registers            2.67           2.53          5.35          0.143
total                7.35           4.98          15.1           2.37
==> worst max-delay path, cell delays in order, from the launching register on <==
cell and delay (ps):
dfxtp_2 340, buf_4 540, inv_1 480, ha_1 440
nor2_1 380, a31oi_1 140, o221a_2 320, or4_4 430
nor4b_4 340, and4_1 650, nand3_1 450, nor3_1 290
clkdlybuf4s50_1 490
==> cell type report <==
cell class | count | area share (%)
multi-input cells | 2763 | 52.1
well taps | 1134 | 3.74
clock inverters | 31 | 1.64
repair buffers | 125 | 2.65
inverters | 101 | 1.00
clock buffers | 94 | 5.06
flip-flops and latches | 606 | 33.8
==> worst max path at each step <==
stage	start	end	slack, ps
CTS	cur_node[0]$_SDFFE_PP1N_	worst_delay[2]	2270
global route	cur_node[0]$_SDFFE_PP1N_	worst_delay[2]	2000
finish	cur_node[0]$_SDFFE_PP1N_	worst_delay[2]	2290
==> routing by layer <==
layer	vias to the layer above	track usage, %
li1	13200	-
met1	13600	40.2
met2	1049	39.3
met3	169	8.08
met4	2	6.07
met5	-	0
Power and IR drop assume default switching activity.
