==> design.v <==
module HF(
    input [24:0] symbol_freq,
    output reg [19:0] out_encoded
);
wire [9:0] a_1 = {5'd16,symbol_freq[24:20]};
wire [9:0] b_1 = {5'd12,symbol_freq[19:15]};
wire [9:0] c_1 = {5'd8,symbol_freq[14:10]};
wire [9:0] d_1 = {5'd4,symbol_freq[ 9: 5]};
wire [9:0] e_1 = {5'd0,symbol_freq[ 4: 0]};
reg [9:0] a_2;
reg [9:0] b_2;
reg [9:0] a_3;
reg [9:0] b_3;
reg [9:0] c_3;
reg [9:0] a_4;
reg [9:0] b_4;
reg [9:0] c_4;
reg [9:0] d_4;
reg [4:0] a_sorted;
reg [4:0] b_sorted;
reg [4:0] c_sorted;
reg [4:0] d_sorted;
reg [4:0] e_sorted;
reg [4:0] a_sorted_index;
reg [4:0] b_sorted_index;
reg [4:0] c_sorted_index;
reg [4:0] d_sorted_index;
reg [4:0] e_sorted_index;
reg [3:0] decode_a;
reg [3:0] decode_b;
reg [2:0] decode_c;
reg [2:0] decode_d;
reg [2:0] decode_e;
reg [5:0] sum_iter1;
reg [6:0] sum_iter2;
reg [6:0] sum_iter3;
reg flag_sum_iter2 = 1'b0;
reg flag_sum_iter3 = 1'b0;
wire [19:0] decode_a_out;
wire [19:0] decode_b_out;
wire [18:0] decode_c_out;
wire [18:0] decode_d_out;
wire [18:0] decode_e_out;
always @(*) begin
    if(b_1[4:0] < a_1[4:0]) begin
        a_2 = b_1;
        b_2 = a_1;
    end
    else begin
        a_2 = a_1;
        b_2 = b_1;
    end
    if(c_1[4:0] < a_2[4:0]) begin
        a_3 = c_1;
        b_3 = a_2;
        c_3 = b_2;
    end
    else if(c_1[4:0] < b_2[4:0]) begin
        a_3 = a_2;
        b_3 = c_1;
        c_3 = b_2;
    end
    else begin
        a_3 = a_2;
        b_3 = b_2;
        c_3 = c_1;
    end
    if(d_1[4:0] < a_3[4:0]) begin
        a_4 = d_1;
        b_4 = a_3;
        c_4 = b_3;
        d_4 = c_3;
    end
    else if(d_1[4:0] < b_3[4:0]) begin
        a_4 = a_3;
        b_4 = d_1;
        c_4 = b_3;
        d_4 = c_3;
    end
    else if(d_1[4:0] < c_3[4:0]) begin
        a_4 = a_3;
        b_4 = b_3;
        c_4 = d_1;
        d_4 = c_3;
    end
    else begin
        a_4 = a_3;
        b_4 = b_3;
        c_4 = c_3;
        d_4 = d_1;
    end
    if(e_1[4:0] < a_4[4:0]) begin
        a_sorted = e_1[4:0];
        a_sorted_index = e_1[9:5];
        b_sorted = a_4[4:0];
        b_sorted_index = a_4[9:5];
        c_sorted = b_4[4:0];
        c_sorted_index = b_4[9:5];
        d_sorted = c_4[4:0];
        d_sorted_index = c_4[9:5];
        e_sorted = d_4[4:0];
        e_sorted_index = d_4[9:5];
    end
    else if(e_1[4:0] < b_4[4:0]) begin
        a_sorted = a_4[4:0];
        a_sorted_index = a_4[9:5];
        b_sorted = e_1[4:0];
        b_sorted_index = e_1[9:5];
        c_sorted = b_4[4:0];
        c_sorted_index = b_4[9:5];
        d_sorted = c_4[4:0];
        d_sorted_index = c_4[9:5];
        e_sorted = d_4[4:0];
        e_sorted_index = d_4[9:5];
    end
    else if(e_1[4:0] < c_4[4:0]) begin
        a_sorted = a_4[4:0];
        a_sorted_index = a_4[9:5];
        b_sorted = b_4[4:0];
        b_sorted_index = b_4[9:5];
        c_sorted = e_1[4:0];
        c_sorted_index = e_1[9:5];
        d_sorted = c_4[4:0];
        d_sorted_index = c_4[9:5];
        e_sorted = d_4[4:0];
        e_sorted_index = d_4[9:5];
    end
    else if(e_1[4:0] < d_4[4:0]) begin
        a_sorted = a_4[4:0];
        a_sorted_index = a_4[9:5];
        b_sorted = b_4[4:0];
        b_sorted_index = b_4[9:5];
        c_sorted = c_4[4:0];
        c_sorted_index = c_4[9:5];
        d_sorted = e_1[4:0];
        d_sorted_index = e_1[9:5];
        e_sorted = d_4[4:0];
        e_sorted_index = d_4[9:5];
    end
    else begin
        a_sorted = a_4[4:0];
        a_sorted_index = a_4[9:5];
        b_sorted = b_4[4:0];
        b_sorted_index = b_4[9:5];
        c_sorted = c_4[4:0];
        c_sorted_index = c_4[9:5];
        d_sorted = d_4[4:0];
        d_sorted_index = d_4[9:5];
        e_sorted = e_1[4:0];
        e_sorted_index = e_1[9:5];
    end
end
always @(*) begin
    sum_iter1 = a_sorted + b_sorted;
    decode_a = 4'd0;
    decode_b = 4'd1;
    if(sum_iter1 > d_sorted) begin
        decode_c = 3'd0;
        decode_d = 3'd1;
        sum_iter2 = c_sorted + d_sorted;
        flag_sum_iter2 = 1;
    end
    else if(sum_iter1 > c_sorted) begin
        decode_c = 3'd0;
        decode_a[1] = 1'b1;
        decode_b[1] = 1'b1;
        sum_iter2 = sum_iter1 + c_sorted;
        flag_sum_iter2 = 0;
        decode_d = 3'd0;  
    end
    else begin
        decode_c = 3'd1;
        decode_a[1] = 1'b0;
        decode_b[1] = 1'b0;
        sum_iter2 = sum_iter1 + c_sorted;
        flag_sum_iter2 = 0;
        decode_d = 3'd0;  
    end
    if(flag_sum_iter2) begin
        if(sum_iter2 > e_sorted) begin
            if(sum_iter1 > e_sorted) begin
                decode_e = 3'd0;
                decode_a[1] = 1'b1;
                decode_b[1] = 1'b1;
            end
            else begin
                decode_e = 3'd1;
                decode_a[1] = 1'b0;
                decode_b[1] = 1'b0;
            end
            flag_sum_iter3 = 1;
            sum_iter3 = e_sorted + sum_iter1;
        end
        else begin
            decode_a[1] = 1'b0;
            decode_b[1] = 1'b0;
            decode_c[1] = 1'b1;
            decode_d[1] = 1'b1;
            sum_iter3 = sum_iter2 + sum_iter1;
            flag_sum_iter3 = 0;
            decode_e = 3'd0;  
        end
    end
    else begin
        if(sum_iter2 > e_sorted) begin
            decode_d = 3'd0;
            decode_e = 3'd1;
            sum_iter3 = d_sorted + e_sorted;
            flag_sum_iter3 = 1;
        end
        else if(sum_iter2 > d_sorted) begin
            decode_d = 3'd0;
            decode_a[2] = 1'b1;
            decode_b[2] = 1'b1;
            decode_c[1] = 1'b1;
            sum_iter3 = sum_iter2 + d_sorted;
            flag_sum_iter3 = 0;
            decode_e = 3'd0;  
        end
        else begin
            decode_d = 3'd1;
            decode_a[2] = 1'b0;
            decode_b[2] = 1'b0;
            decode_c[1] = 1'b0;
            sum_iter3 = sum_iter2 + d_sorted;
            flag_sum_iter3 = 0;
            decode_e = 3'd0;  
        end
    end
    if(flag_sum_iter3) begin
        if(flag_sum_iter2) begin
            if(sum_iter3 > sum_iter2) begin
                decode_a[2] = 1'b1;
                decode_b[2] = 1'b1;
                decode_c[1] = 1'b0;
                decode_d[1] = 1'b0;
                decode_e[1] = 1'b1;    
            end
            else begin
                decode_a[2] = 1'b0;
                decode_b[2] = 1'b0;
                decode_c[1] = 1'b1;
                decode_d[1] = 1'b1;
                decode_e[1] = 1'b0;
            end
        end
        else begin
            if(sum_iter3 > sum_iter2) begin
                decode_a[2] = 1'b0;
                decode_b[2] = 1'b0;
                decode_c[1] = 1'b0;    
                decode_d[1] = 1'b1;
                decode_e[1] = 1'b1;
            end
            else begin
                decode_a[2] = 1'b1;
                decode_b[2] = 1'b1;
                decode_c[1] = 1'b1;
                decode_d[1] = 1'b0;
                decode_e[1] = 1'b0;
            end
        end
    end
    else begin
        if(flag_sum_iter2) begin
            if(sum_iter3 > e_sorted) begin
                decode_e = 3'd0;
                decode_a[2] = 1'b1;
                decode_b[2] = 1'b1;
                decode_c[2] = 1'b1;
                decode_d[2] = 1'b1;    
            end
            else begin
                decode_e = 3'd1;
                decode_a[2] = 1'b0;
                decode_b[2] = 1'b0;
                decode_c[2] = 1'b0;
                decode_d[2] = 1'b0;
            end
        end
        else begin
            if(sum_iter3 > e_sorted) begin
                decode_e = 3'd0;
                decode_a[3] = 1'b1;
                decode_b[3] = 1'b1;
                decode_c[2] = 1'b1;
                decode_d[1] = 1'b1;    
            end
            else begin
                decode_e = 3'd1;
                decode_a[3] = 1'b0;
                decode_b[3] = 1'b0;
                decode_c[2] = 1'b0;
                decode_d[1] = 1'b0;
            end
        end
    end
end
assign decode_a_out = decode_a << {a_sorted_index};
assign decode_b_out = decode_b << {b_sorted_index};
assign decode_c_out = decode_c << {c_sorted_index};
assign decode_d_out = decode_d << {d_sorted_index};
assign decode_e_out = decode_e << {e_sorted_index};
always @(*) begin
    out_encoded = decode_a_out | decode_b_out | {1'b0, decode_c_out} | {1'b0, decode_d_out} | {1'b0, decode_e_out};
end
endmodule
==> run.sh <==
#!/bin/bash
# OpenROAD 26Q1-2900-gdf79404cd8, Yosys 0.63+post, stock flow scripts
make -C /OpenROAD-flow-scripts/flow DESIGN_CONFIG=/design/flow/config.mk WORK_HOME=/design/flow/orfs finish
==> config.mk <==
export PLATFORM = sky130hd
export DESIGN_NAME = HF
export DESIGN_NICKNAME = HF
export VERILOG_FILES = /design/flow/design.v
export SDC_FILE = /design/flow/constraint.sdc
export NUM_CORES = 4
export LEC_CHECK = 1
export CORE_UTILIZATION = 40
==> constraint.sdc <==
current_design HF

set clk_period 31.1
set clk_io_pct 0.2

create_clock -name clk0 -period $clk_period

set non_clock_inputs [all_inputs -no_clocks]
set_input_delay [expr $clk_period * $clk_io_pct] -clock clk0 $non_clock_inputs
set_output_delay [expr $clk_period * $clk_io_pct] -clock clk0 [all_outputs]
==> out/metrics.yaml <==
status: "finished clean"
flop-count: 0
drtIter0Drc: 618
dieArea_um2: 15230
finalSetupViolCount: 0
grt_overflow: 0
synth_cell_types: 87
crit_type: "input port to output pin"
first_global_vias: 5981
die_x_um: 123.4
clkbuf_count: 0
required_ns: 24.88
path_buffers: 8
cp_common_cell: "ha_1"
mostFrequentLayoutCells: "102 x nor2_1, 102 x ha_1, 91 x a21oi_1"
worst-path-stages: 78
routedWlPerCell_um: 18.74
yosys.stat.seqShare_pct: 0
hpwl_um: 16480
tool_warnings: 40
post-route-period-util_pct: 96.08
cap_violations: 0
finalCriticalPeriod_ns: 29.88
fmax_mhz: 33.46
rows: 44
hp-class: "input port to output pin"
ys_cells: 845
core_um2: 14480
post-cts-setup-buffer-count: 0
antenna_found_initial: 0
path_delay_family: "AND-OR/OR-AND gates"
yosysWarnings: 1
post-place-ws_ns: 0.9902
io_pins: 45
rsz0062_at_grt: "no"
drv_slew: 0
grt_first_pass_wirelength_um: 31420
hold_viol: 0
max_slew.worst_pin.slew_ns: 0.8620
critPathMaxFanout: 16
vias: 6441
grt_max_degree: 26
slew_headroom_pct: 42.53
synth_area_um2: 5897
postRouteAntennaNets: 0
crit_path_top_delay_cell: "clkdlybuf4s50_1"
nFillCells: 1508
crit_start: "symbol_freq[21]"
antenna_cells_inserted: 0
worst_slack_ns: 1.218
final.setup.tns_ns: 0
crit_path_end_kind: "output pin"
slowest_delay_ns: 0.65
track_usage_pct: 26.73
avgSynthCellArea_um2: 6.979
die-height_um: 123.4
area_growth_pct: 11.52
routed_wl_um: 19810
drc: 0
synth_cells: 845
post_drt_via_cell_ratio: 6.094
port_buffers: 45
gp_congestion: 0.9777
seqCellArea_um2: 0
drive_gt1_share_pct: 6.987
start_kind: "input port"
firstDrtPassIters: 5
yosys_area_um2: 5897
worstSetupEndpoint: "out_encoded[1]"
crit_arrival_ns: 23.66
initial_core_util_pct: 40.73
-- kinds of logic after synthesis --
group           count (synthesis)  share of synthesized area, %
compound gates                325                         38.94
fa+ha+maj                     108                         23.68
simple gates                  261                         21.15
other cells                     2                        0.1274
buf+inv                        89                         6.068
xor+xnor                       21                         3.119
mux                            39                         6.917
-- worst min-delay path by stage --
stage / start / to / slack (ns) / cells after the start
4_1_cts: symbol_freq[0] / out_encoded[1] / 14.26 / 6
5_1_grt: symbol_freq[0] / out_encoded[1] / 14.33 / 6
6_report: symbol_freq[17] / out_encoded[16] / 14.24 / 8
-- cell usage after synthesis (10+ instances only) --
| master | n | area share (%) |
|---|---|---|
| o22ai_1 | 11 | 1.2 |
| o21a_1 | 10 | 1.3 |
| nor3_1 | 12 | 1.0 |
| nand3_1 | 13 | 1.1 |
| inv_1 | 57 | 3.6 |
| nand2b_1 | 14 | 1.5 |
| a21o_1 | 29 | 3.7 |
| a21oi_1 | 92 | 7.8 |
| a22oi_1 | 10 | 1.3 |
| nand2_1 | 66 | 4.2 |
| o21bai_1 | 11 | 1.4 |
| o221ai_1 | 11 | 1.6 |
| clkbuf_1 | 17 | 1.1 |
| xnor2_1 | 13 | 1.9 |
| nor2_1 | 102 | 6.5 |
| o21ai_0 | 39 | 3.3 |
| mux2i_1 | 30 | 5.1 |
| a211oi_1 | 11 | 1.4 |
| o211ai_1 | 15 | 1.9 |
| a31oi_1 | 16 | 1.7 |
| buf_2 | 10 | 0.85 |
| ha_1 | 102 | 22 |
-- through the flow --
step                      instance area [um2]  hold slack, ns  instances  utilization, %
after floorplan                          5897           12.93        845               -
after global placement                   6546           14.26       1057           45.21
after detailed placement                 6546           14.25       1057           45.21
after CTS                                6546           14.26       1057           45.21
after global routing                     6576           14.33       1057           45.42
final                                    6576           14.24       1057           45.42
-- what timing repair did --
action | CTS | global route
hold endpoints to repair | 0 | 0
setup endpoints to repair | 0 | 15
hold buffers | 0 | 0
gates resized | 0 | 6
-- per-layer routing --
| layer | GRT usage [%] | wire [um] |
|---|---|---|
| met5 | 0 | 0 |
| met2 | 43.09 | 8894 |
| met4 | 5.120 | 363 |
| met1 | 38.09 | 9316 |
| met3 | 3.672 | 1232 |
-- area by class of cell --
class / count / area, um2 / share of cell area (%)
Inverter: 57 / 214.0 / 3.253
Multi-Input combinational cell: 756 / 5569 / 84.68
Tap cell: 184 / 230.2 / 3.501
Timing Repair Buffer: 60 / 563.0 / 8.562
