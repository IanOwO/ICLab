## flow/design.v

```verilog
    module MAZE(
    input clk,
    input rst_n,
	input in_valid,
	input [1:0] in,
    output reg out_valid,
    output reg [1:0] out
);
reg [1:0] graph[0:18][0:18];
parameter [1:0] ROAD = 2'b00, WALL = 2'b01, SWORD = 2'b10, MONSTER = 2'b11;
parameter [1:0] MOVE_RIGHT = 2'b00, MOVE_DOWN = 2'b01, MOVE_LEFT = 2'b10, MOVE_UP = 2'b11;
reg P_cur;
reg P_next;
parameter S_IDLE = 1'd0, S_DELETE_ROAD = 1'd1;
wire data_in_available;
reg delete_flag_counter;
wire reach_endpoint;
wire move_with_sword;
reg sword_available;
reg [4:0] counter_i_move,counter_j_move;
integer i,j;
assign data_in_available = (P_cur == S_IDLE) & in_valid;
assign reach_endpoint = (counter_i_move == 5'd17) & (counter_j_move == 5'd17);
assign move_with_sword = (sword_available);
always @(posedge clk or negedge rst_n) begin
    if(!rst_n) P_cur <= S_IDLE;
    else P_cur <= P_next;
end
always @(*) begin 
    if(!rst_n) P_next = S_IDLE;
    else begin
        case (P_cur)
        S_IDLE:
            if((counter_i_move == 5'd17) & (counter_j_move == 5'd17)) P_next = S_DELETE_ROAD;
            else if(in_valid) P_next = S_IDLE;
            else P_next = S_IDLE;
        S_DELETE_ROAD:
            if((counter_i_move == 5'd17) & (counter_j_move == 5'd17)) P_next = S_IDLE;
            else P_next = S_DELETE_ROAD;
        default: P_next = S_IDLE;
        endcase
    end
end
always @(posedge clk) begin
    if(data_in_available) begin
        graph[counter_i_move][counter_j_move] <= in;
        for(i = 0;i < 19;i = i + 1) begin
            graph[i][0] <= 2'b01;
            graph[i][18] <= 2'b01;
        end
        for(j = 1;j < 18;j = j + 1) begin
            graph[0][j] <= 2'b01;
            graph[18][j] <= 2'b01;
        end
    end
    else begin
        for(j = 2;j < 18;j = j + 1) begin
            if(!graph[1][j]) begin
                casez({graph[1][j-1], graph[1][j+1], graph[2][j]})
                    6'b0101??,6'b01??01,6'b??0101: begin
                        graph[1][j] <= 2'd1;
                    end
                    default: begin
                        graph[1][j] <= graph[1][j];
                    end
                endcase
            end
        end
        for(i = 2;i < 17;i = i + 1) begin
            if(!graph[i][1]) begin
                casez({graph[i-1][1], graph[i][2], graph[i+1][1]})
                    6'b0101??,6'b01??01,6'b??0101: begin
                        graph[i][1] <= 2'd1;
                    end
                    default: begin
                        graph[i][1] <= graph[i][1];
                    end
                endcase
            end
        end 
        for(i = 2;i < 17;i = i + 1) begin
            for(j = 2;j < 17;j = j + 1) begin
                if(!graph[i][j]) begin
                    casez({graph[i][j-1], graph[i-1][j], graph[i][j+1], graph[i+1][j]})
                        8'b010101??,8'b0101??01,8'b01??0101,8'b??010101: begin
                            graph[i][j] <= 2'd1;
                        end
                        default: begin
                            graph[i][j] <= graph[i][j];
                        end
                    endcase
                end
            end
        end
        for(i = 2;i < 17;i = i + 1) begin
            if(!graph[i][17]) begin
                casez({graph[i-1][17], graph[i][16], graph[i+1][17]})
                    6'b0101??,6'b01??01,6'b??0101: begin
                        graph[i][17] <= 2'd1;
                    end
                    default: begin
                        graph[i][17] <= graph[i][17];
                    end
                endcase
            end
        end 
        for(j = 1;j < 17;j = j + 1) begin
            if(!graph[17][j]) begin
                casez({graph[17][j-1], graph[16][j], graph[17][j+1]})
                    6'b0101??,6'b01??01,6'b??0101: begin
                        graph[17][j] <= 2'd1;
                    end
                    default: begin
                        graph[17][j] <= graph[17][j];
                    end
                endcase
            end
        end 
    end
end
always @(posedge clk or negedge rst_n) begin
    if(!rst_n) begin
        counter_i_move <= 5'd1;
        counter_j_move <= 5'd1;
        sword_available <= 1'b0;
        out <= 2'd0;
        out_valid <= 1'b0;
    end
    else if(data_in_available) begin
        if((counter_j_move == 5'd17) & (counter_i_move == 5'd17)) begin
            counter_i_move <= 5'd1;
            counter_j_move <= 5'd1;
            if(graph[1][1] == SWORD) begin
                sword_available <= 1'b1;
            end
            else begin
                sword_available <= 1'b0;
            end
        end
        else if(counter_j_move == 5'd17) begin
            counter_i_move <= counter_i_move + 1;
            counter_j_move <= 5'd1;
        end 
        else begin
            counter_i_move <= counter_i_move;
            counter_j_move <= counter_j_move + 1;
        end
    end
    else if((P_cur == S_DELETE_ROAD) & (!reach_endpoint)) begin
        if(move_with_sword) begin
            if(out == MOVE_RIGHT) begin
                if((graph[counter_i_move - 1][counter_j_move] != WALL)) begin  
                    counter_i_move <= counter_i_move - 1;
                    counter_j_move <= counter_j_move;
                    sword_available <= sword_available;
                    out <= MOVE_UP; 
                    out_valid <= 1'b1;
                end
                else if((graph[counter_i_move][counter_j_move + 1] != WALL)) begin  
                    counter_i_move <= counter_i_move;
                    counter_j_move <= counter_j_move + 1;
                    sword_available <= sword_available;
                    out <= MOVE_RIGHT; 
                    out_valid <= 1'b1;
                end
                else if((graph[counter_i_move + 1][counter_j_move] != WALL)) begin  
                    counter_i_move <= counter_i_move + 1;
                    counter_j_move <= counter_j_move;
                    sword_available <= sword_available;
                    out <= MOVE_DOWN; 
                    out_valid <= 1'b1;
                end
                else begin  
                    counter_i_move <= counter_i_move;
                    counter_j_move <= counter_j_move - 1;
                    sword_available <= sword_available;
                    out <= MOVE_LEFT; 
                    out_valid <= 1'b1;
                end
            end
            else if(out == MOVE_DOWN) begin
                if((graph[counter_i_move][counter_j_move + 1] != WALL)) begin  
                    counter_i_move <= counter_i_move;
                    counter_j_move <= counter_j_move + 1;
                    sword_available <= sword_available;
                    out <= MOVE_RIGHT; 
                    out_valid <= 1'b1;
                end
                else if((graph[counter_i_move + 1][counter_j_move] != WALL)) begin  
                    counter_i_move <= counter_i_move + 1;
                    counter_j_move <= counter_j_move;
                    sword_available <= sword_available;
                    out <= MOVE_DOWN; 
                    out_valid <= 1'b1;
                end
                else if((graph[counter_i_move][counter_j_move - 1] != WALL)) begin  
                    counter_i_move <= counter_i_move;
                    counter_j_move <= counter_j_move - 1;
                    sword_available <= sword_available;
                    out <= MOVE_LEFT; 
                    out_valid <= 1'b1;
                end
                else begin  
                    counter_i_move <= counter_i_move - 1;
                    counter_j_move <= counter_j_move;
                    sword_available <= sword_available;
                    out <= MOVE_UP; 
                    out_valid <= 1'b1;
                end
            end
            else if(out == MOVE_LEFT) begin
                if((graph[counter_i_move + 1][counter_j_move] != WALL)) begin  
                    counter_i_move <= counter_i_move + 1;
                    counter_j_move <= counter_j_move;
                    sword_available <= sword_available;
                    out <= MOVE_DOWN; 
                    out_valid <= 1'b1;
                end
                else if((graph[counter_i_move][counter_j_move - 1] != WALL)) begin  
                    counter_i_move <= counter_i_move;
                    counter_j_move <= counter_j_move - 1;
                    sword_available <= sword_available;
                    out <= MOVE_LEFT; 
                    out_valid <= 1'b1;
                end
                else if((graph[counter_i_move - 1][counter_j_move] != WALL)) begin  
                    counter_i_move <= counter_i_move - 1;
                    counter_j_move <= counter_j_move;
                    sword_available <= sword_available;
                    out <= MOVE_UP; 
                    out_valid <= 1'b1;
                end
                else begin  
                    counter_i_move <= counter_i_move;
                    counter_j_move <= counter_j_move + 1;
                    sword_available <= sword_available;
                    out <= MOVE_RIGHT; 
                    out_valid <= 1'b1;
                end
            end
            else begin  
                if((graph[counter_i_move][counter_j_move - 1] != WALL)) begin  
                    counter_i_move <= counter_i_move;
                    counter_j_move <= counter_j_move - 1;
                    sword_available <= sword_available;
                    out <= MOVE_LEFT; 
                    out_valid <= 1'b1;
                end
                else if((graph[counter_i_move - 1][counter_j_move] != WALL)) begin  
                    counter_i_move <= counter_i_move - 1;
                    counter_j_move <= counter_j_move;
                    sword_available <= sword_available;
                    out <= MOVE_UP; 
                    out_valid <= 1'b1;
                end
                else if((graph[counter_i_move][counter_j_move + 1] != WALL)) begin  
                    counter_i_move <= counter_i_move;
                    counter_j_move <= counter_j_move + 1;
                    sword_available <= sword_available;
                    out <= MOVE_RIGHT; 
                    out_valid <= 1'b1;
                end
                else begin  
                    counter_i_move <= counter_i_move + 1;
                    counter_j_move <= counter_j_move;
                    sword_available <= sword_available;
                    out <= MOVE_DOWN; 
                    out_valid <= 1'b1;
                end
            end
        end
        else begin
            if(out == MOVE_RIGHT) begin
                if((graph[counter_i_move - 1][counter_j_move] == ROAD) | (graph[counter_i_move - 1][counter_j_move] == SWORD)) begin  
                    counter_i_move <= counter_i_move - 1;
                    counter_j_move <= counter_j_move;
                    sword_available <= (graph[counter_i_move - 1][counter_j_move] == SWORD)?1'b1:sword_available;
                    out <= MOVE_UP; 
                    out_valid <= 1'b1;
                end
                else if((graph[counter_i_move][counter_j_move + 1] == ROAD) | (graph[counter_i_move][counter_j_move + 1] == SWORD)) begin  
                    counter_i_move <= counter_i_move;
                    counter_j_move <= counter_j_move + 1;
                    sword_available <= (graph[counter_i_move][counter_j_move + 1] == SWORD)?1'b1:sword_available;
                    out <= MOVE_RIGHT; 
                    out_valid <= 1'b1;
                end
                else if((graph[counter_i_move + 1][counter_j_move] == ROAD) | (graph[counter_i_move + 1][counter_j_move] == SWORD)) begin  
                    counter_i_move <= counter_i_move + 1;
                    counter_j_move <= counter_j_move;
                    sword_available <= (graph[counter_i_move + 1][counter_j_move] == SWORD)?1'b1:sword_available;
                    out <= MOVE_DOWN; 
                    out_valid <= 1'b1;
                end
                else begin  
                    counter_i_move <= counter_i_move;
                    counter_j_move <= counter_j_move - 1;
                    sword_available <= sword_available;
                    out <= MOVE_LEFT; 
                    out_valid <= 1'b1;
                end
            end
            else if(out == MOVE_DOWN) begin
                if((graph[counter_i_move][counter_j_move + 1] == ROAD) | (graph[counter_i_move][counter_j_move + 1] == SWORD)) begin  
                    counter_i_move <= counter_i_move;
                    counter_j_move <= counter_j_move + 1;
                    sword_available <= (graph[counter_i_move][counter_j_move + 1] == SWORD)?1'b1:sword_available;
                    out <= MOVE_RIGHT; 
                    out_valid <= 1'b1;
                end
                else if((graph[counter_i_move + 1][counter_j_move] == ROAD) | (graph[counter_i_move + 1][counter_j_move] == SWORD)) begin  
                    counter_i_move <= counter_i_move + 1;
                    counter_j_move <= counter_j_move;
                    sword_available <= (graph[counter_i_move + 1][counter_j_move] == SWORD)?1'b1:sword_available;
                    out <= MOVE_DOWN; 
                    out_valid <= 1'b1;
                end
                else if((graph[counter_i_move][counter_j_move - 1] == ROAD) | (graph[counter_i_move][counter_j_move - 1] == SWORD)) begin  
                    counter_i_move <= counter_i_move;
                    counter_j_move <= counter_j_move - 1;
                    sword_available <= (graph[counter_i_move][counter_j_move - 1] == SWORD)?1'b1:sword_available;
                    out <= MOVE_LEFT; 
                    out_valid <= 1'b1;
                end
                else begin  
                    counter_i_move <= counter_i_move - 1;
                    counter_j_move <= counter_j_move;
                    sword_available <= sword_available;
                    out <= MOVE_UP; 
                    out_valid <= 1'b1;
                end
            end
            else if(out == MOVE_LEFT) begin
                if((graph[counter_i_move + 1][counter_j_move] == ROAD) | (graph[counter_i_move + 1][counter_j_move] == SWORD)) begin  
                    counter_i_move <= counter_i_move + 1;
                    counter_j_move <= counter_j_move;
                    sword_available <= (graph[counter_i_move + 1][counter_j_move] == SWORD)?1'b1:sword_available;
                    out <= MOVE_DOWN; 
                    out_valid <= 1'b1;
                end
                else if((graph[counter_i_move][counter_j_move - 1] == ROAD) | (graph[counter_i_move][counter_j_move - 1] == SWORD)) begin  
                    counter_i_move <= counter_i_move;
                    counter_j_move <= counter_j_move - 1;
                    sword_available <= (graph[counter_i_move][counter_j_move - 1] == SWORD)?1'b1:sword_available;
                    out <= MOVE_LEFT; 
                    out_valid <= 1'b1;
                end
                else if((graph[counter_i_move - 1][counter_j_move] == ROAD) | (graph[counter_i_move - 1][counter_j_move] == SWORD)) begin  
                    counter_i_move <= counter_i_move - 1;
                    counter_j_move <= counter_j_move;
                    sword_available <= (graph[counter_i_move - 1][counter_j_move] == SWORD)?1'b1:sword_available;
                    out <= MOVE_UP; 
                    out_valid <= 1'b1;
                end
                else begin  
                    counter_i_move <= counter_i_move;
                    counter_j_move <= counter_j_move + 1;
                    sword_available <= sword_available;
                    out <= MOVE_RIGHT; 
                    out_valid <= 1'b1;
                end
            end
            else begin  
                if((graph[counter_i_move][counter_j_move - 1] == ROAD) | (graph[counter_i_move][counter_j_move - 1] == SWORD)) begin  
                    counter_i_move <= counter_i_move;
                    counter_j_move <= counter_j_move - 1;
                    sword_available <= (graph[counter_i_move][counter_j_move - 1] == SWORD)?1'b1:sword_available;
                    out <= MOVE_LEFT; 
                    out_valid <= 1'b1;
                end
                else if((graph[counter_i_move - 1][counter_j_move] == ROAD) | (graph[counter_i_move - 1][counter_j_move] == SWORD)) begin  
                    counter_i_move <= counter_i_move - 1;
                    counter_j_move <= counter_j_move;
                    sword_available <= (graph[counter_i_move - 1][counter_j_move] == SWORD)?1'b1:sword_available;
                    out <= MOVE_UP; 
                    out_valid <= 1'b1;
                end
                else if((graph[counter_i_move][counter_j_move + 1] == ROAD) | (graph[counter_i_move][counter_j_move + 1] == SWORD)) begin  
                    counter_i_move <= counter_i_move;
                    counter_j_move <= counter_j_move + 1;
                    sword_available <= (graph[counter_i_move][counter_j_move + 1] == SWORD)?1'b1:sword_available;
                    out <= MOVE_RIGHT; 
                    out_valid <= 1'b1;
                end
                else begin  
                    counter_i_move <= counter_i_move + 1;
                    counter_j_move <= counter_j_move;
                    sword_available <= sword_available;
                    out <= MOVE_DOWN; 
                    out_valid <= 1'b1;
                end
            end
        end
    end
    else begin
        counter_i_move <= 5'd1;
        counter_j_move <= 5'd1;
        sword_available <= 1'b0;
        out <= 2'd0;
        out_valid <= 1'b0;
    end
end
endmodule
```

## flow/config.mk

```make
export PLATFORM = sky130hd
export DESIGN_NAME = MAZE
export DESIGN_NICKNAME = MAZE
export VERILOG_FILES = /design/flow/design.v
export SDC_FILE = /design/flow/constraint.sdc
export NUM_CORES = 4
export LEC_CHECK = 1
export CORE_UTILIZATION = 50
```

## flow/constraint.sdc

```tcl
current_design MAZE

set clk_period 53.2
set clk_io_pct 0.2

create_clock -name clk0 -period $clk_period [get_ports {clk}]

set non_clock_inputs [all_inputs -no_clocks]
set_input_delay [expr $clk_period * $clk_io_pct] -clock clk0 $non_clock_inputs
set_output_delay [expr $clk_period * $clk_io_pct] -clock clk0 [all_outputs]
```

## flow/run.sh

```bash
#!/bin/bash
# OpenROAD 26Q1-2900-gdf79404cd8, Yosys 0.63+post, stock flow scripts
make -C /OpenROAD-flow-scripts/flow DESIGN_CONFIG=/design/flow/config.mk WORK_HOME=/design/flow/orfs finish
```

==> tab_implementation.tex <==
% Table of physical implementation metrics
\begin{tabular}{lr}
\hline
Metric & Value \\
\hline
\multicolumn{2}{l}{\textbf{Critical path}} \\
\quad Dominant cell type by count on the critical path & sky130\_fd\_sc\_hd\_\_buf\_4 \\
\quad Endpoint class of the critical path & flop \\
\quad Critical path class & in -> reg \\
\quad Slowest stage cell on the critical path & sky130\_fd\_sc\_hd\_\_nor3b\_1 \\
\quad Data required time at the worst endpoint & 53,670 ps \\
\quad Cells along the critical path & clkdlybuf4s50\_1 > nand2b\_4 > nor3b\_1 > nand2\_2 > buf\_4 > buf\_4 > o22ai\_1 \\
\quad CP arrival & 14,490 ps \\
\quad Element type at the critical path start & input port \\
\quad Largest incremental delay on the critical path & 1060 ps \\
\quad Crit path max fanout & 46 \\
\multicolumn{2}{l}{\textbf{Floorplanning}} \\
\quad IO Pins & 8 \\
\quad X dimension of the die & 411 um \\
\quad Count of standard-cell rows & 149 \\
\quad Fraction of the core area occupied by cells at floorplan & 0.505 \\
\quad Die Area & 169,000 um2 \\
\quad Die outline height & 411 um \\
\quad Std-Cell Core Area & 165,000 um2 \\
\multicolumn{2}{l}{\textbf{STA}} \\
\quad Final critical path time including I/O delays and setup & 14,020 ps \\
\quad Number of hold-slack violations in the final timing report & 0 \\
\quad Number of pins exceeding their max-slew limit in the final report & 0 \\
\quad RSZ-0062 raised after global routing & no \\
\quad Final total negative setup slack & 0 ps \\
\quad Least-Margin Pin Slew & 1160 ps \\
\quad Skew final & 30.9 ps \\
\quad Timing-limited maximum frequency & 0.0713 GHz \\
\quad Final worst-path setup slack & 39,180 ps \\
\quad Final period util & 0.264 \\
\quad Number of failing setup endpoints in the final timing report & 0 \\
\quad Normalized max-slew margin & 0.225 \\
\multicolumn{2}{l}{\textbf{Logic synthesis}} \\
\quad Post-synth EDFFs & 880 \\
\quad Synthesized area & 83,500 um2 \\
\quad Yosys synthesis warning count & 1 \\
\quad Yosys Chip Area & 83,500 um2 \\
\quad XOR/XNOR Fraction of Synth Area & 0.00677 \\
\quad Unique masters post-synth & 110 \\
\quad Sequential element share of the synthesized area & 0.355 \\
\quad Share of flip-flops with an asynchronous set or reset & 0.0144 \\
\quad Fraction of the mapped netlist area in compound gates & 0.102 \\
\quad Top area cell types & sky130\_fd\_sc\_hd\_\_edfxtp\_1, sky130\_fd\_sc\_hd\_\_mux4\_2, sky130\_fd\_sc\_hd\_\_nand2b\_1 \\
\quad Flop and latch count out of synthesis & 1,039 \\
\quad Mean area per synthesized cell & 11.4 um2 \\
\quad Fa+ha+maj area frac & 0.0369 \\
\quad Post-synth top flop & sky130\_fd\_sc\_hd\_\_edfxtp\_1 \\
\quad Top-area cell type share of the netlist area & 0.316 \\
\quad Mux frac, synth & 0.282 \\
\quad Synthesized netlist cell count & 7,307 \\
\quad AND/OR/NAND/NOR Cells, Area Fraction & 0.174 \\
\quad Largest area contributor in the synthesized netlist & sky130\_fd\_sc\_hd\_\_edfxtp\_1 \\
\quad Cell count listed in synth\_stat.txt & 7,307 \\
\quad Main kind of combinational logic by area & multiplexers \\
\multicolumn{2}{l}{\textbf{CTS}} \\
\quad Sinks on Clock Net & 1,039 \\
\quad Clock transition at the registers of the reported paths & 50 ps \\
\quad Clock root cell & sky130\_fd\_sc\_hd\_\_clkbuf\_16 \\
\quad Clock latency on the worst-skew pair & 820 ps \\
\quad Number of cells upsized or downsized after cts & 0 \\
\quad Clock tree from TritonCTS & built \\
\quad CTS Hold Buffers Added & 0 \\
\quad TritonCTS buffer count & 130 \\
\quad Number of setup buffers added after CTS & 0 \\
\quad Maximum level of the CTS H-tree & 4 \\
\quad Maximum number of buffers from clock root to sink & 3 \\
\multicolumn{2}{l}{\textbf{Routing}} \\
\quad Drt drc & 0 \\
\quad Via total after detailed routing & 69,900 \\
\quad Wire per inst & 39.8 um \\
\quad Number of DRC violations after detailed-routing iteration 0 & 6,629 \\
\quad Routed vias/inst & 7.37 \\
\quad Antenna Violating Nets Remaining & 0 \\
\quad 1st-pass router iterations & 6 \\
\quad Detailed Route WL & 377,000 um \\
\multicolumn{2}{l}{\textbf{Cells and area}} \\
\quad Non-Filler Instances & 9,485 \\
\quad Layout cell share with drive strength beyond 1 & 0.209 \\
\quad Area Growth Syn to Fin & 7.80\% \\
\multicolumn{2}{l}{\textbf{GRT}} \\
\quad First-pass GRT wire length & 530,000 um \\
\quad Antenna violations before repair & 27 \\
\quad Remaining global-route overflow & 0 \\
\quad Number of global-route vias before repair & 68,981 \\
\quad Total Routing Usage GR & 0.487 \\
\quad Largest net degree at the start of global routing & 101 \\
\multicolumn{2}{l}{\textbf{Placed design}} \\
\quad Routability Congestion & 1.05 \\
\quad Number of placed instances with taps included & 9,199 \\
\quad Pre-CTS WS & 38,590 ps \\
\quad Dpl hpwl & 263,000 um \\
\quad IO buf count & 7 \\
\multicolumn{2}{l}{\textbf{Hold path}} \\
\quad Min-delay worst type & reg -> reg \\
\multicolumn{2}{l}{\textbf{Flow run}} \\
\quad Tool warnings & 40 \\
\quad Maximum Capacitance Violations & 0 \\
\multicolumn{2}{l}{\textbf{Status}} \\
\quad Status & finished clean \\
\hline
\end{tabular}
through the flow:
| stage | utilization | hold slack [ps] | instance area (um2) |
|---|---|---|---|
| 6_report | 0.544 | 445 | 90000 |
| 5_1_grt | 0.544 | 463 | 89900 |
| 4_1_cts | 0.544 | 445 | 89900 |
| 3_5_place_dp | 0.518 | 425 | 85600 |
| 3_3_place_gp | 0.518 | 424 | 85600 |
| 2_1_floorplan | - | 410 | 83500 |
layout make-up:
class | count | area, um2
clock inverters | 64 | 691
well taps | 2189 | 2740
diodes | 48 | 120
clock buffers | 174 | 3570
flip-flops and latches | 1039 | 29700
multi-input cells | 5589 | 50600
inverters | 99 | 374
fillers | 13784 | 75300
repair buffers | 283 | 2280
cells in the final DEF (no fill, tap or decap), drive strengths merged, types with 31 or more instances in the layout:
| cell type | instances |
|---|---|
| diode | 48 |
| maj3 | 177 |
| nand2b | 485 |
| a21oi | 254 |
| inv | 111 |
| or3 | 293 |
| ha | 81 |
| a211oi | 54 |
| mux2i | 304 |
| nor2 | 396 |
| and3 | 84 |
| o22ai | 306 |
| o211ai | 46 |
| nand4 | 31 |
| clkbuf | 174 |
| nand2 | 525 |
| o21ai | 177 |
| mux4 | 851 |
| clkinv | 36 |
| nand3 | 94 |
| and2 | 428 |
| xnor2 | 38 |
| nor2b | 264 |
| a22oi | 131 |
| dfxtp | 144 |
| nor3 | 64 |
| edfxtp | 880 |
| buf | 278 |
| mux2 | 109 |
| a31oi | 57 |
kinds of logic (layout without fill, tap and decap cells):
| group | count (synthesis) | in the layout |
|---|---|---|
| AND-OR/OR-AND | 1283 | 1283 |
| XOR/XNOR | 62 | 62 |
| adder cells (fa/ha/maj) | 273 | 273 |
| buffers and inverters | 679 | 620 |
| flip-flops | 1039 | 1039 |
| multiplexers | 1264 | 1264 |
| other | 0 | 48 |
| AND/OR/NAND/NOR | 2707 | 2707 |
path summary, 6_finish.rpt:
path | depth (start not counted) | endpoint | start | slack (ps)
max in group asynchronous | 1 | P_cur | rst_n | 42470
min in group asynchronous | 1 | counter_j_move[3] | rst_n | 10270
min | 1 | graph[19][0] | graph[19][0] | 450
max reg2reg | 21 | counter_i_move[4] | counter_i_move[0] | 43410
min reg2reg | 1 | graph[19][0] | graph[19][0] | 450
max | 7 | graph[186][0] | in_valid | 39180
cells in the mapped netlist, types with 37 or more instances:
library cell and n:
sky130_fd_sc_hd__nand2b_1 485, sky130_fd_sc_hd__clkbuf_1 315, sky130_fd_sc_hd__and3_1 84, sky130_fd_sc_hd__and2_1 428, sky130_fd_sc_hd__buf_6 54, sky130_fd_sc_hd__mux2_2 89, sky130_fd_sc_hd__nor2_1 391, sky130_fd_sc_hd__buf_2 105
sky130_fd_sc_hd__o211ai_1 46, sky130_fd_sc_hd__mux2i_1 303, sky130_fd_sc_hd__nor2b_1 262, sky130_fd_sc_hd__a21oi_1 252, sky130_fd_sc_hd__buf_4 41, sky130_fd_sc_hd__a31oi_1 56, sky130_fd_sc_hd__or3_1 293, sky130_fd_sc_hd__o21ai_0 167
sky130_fd_sc_hd__nand3_1 94, sky130_fd_sc_hd__inv_1 96, sky130_fd_sc_hd__o22ai_1 306, sky130_fd_sc_hd__maj3_1 177, sky130_fd_sc_hd__a211oi_1 52, sky130_fd_sc_hd__edfxtp_1 880, sky130_fd_sc_hd__ha_1 81, sky130_fd_sc_hd__buf_1 40
sky130_fd_sc_hd__a22oi_1 131, sky130_fd_sc_hd__mux4_2 839, sky130_fd_sc_hd__xnor2_1 37, sky130_fd_sc_hd__nand2_1 522, sky130_fd_sc_hd__dfxtp_1 144, sky130_fd_sc_hd__nor3_1 64
flip-flops by register name, summed over array words and instances, names as in the netlist:
| name | cells |
|---|---|
| P_cur | 1 |
| out_valid | 1 |
| counter_j_move | 5 |
| sword_available | 1 |
| counter_i_move | 5 |
| out | 2 |
| graph | 1024 |
metal layers:
metal,vias up,routed length (um),track usage,share of wire
li1,28441,-,-,-
met1,34698,122000,0.595,0.32
met2,5357,156000,0.627,0.41
met3,1350,70400,0.369,0.19
met4,54,27300,0.269,0.072
met5,-,1320,0.0627,0.0035
worst max-delay path: cells and delay by family:
| family | cells | cell delay [ps] |
|---|---|---|
| AND/OR/NAND/NOR | 3 | 2130 |
| AND-OR/OR-AND | 1 | 270 |
| buffers and inverters | 3 | 1400 |
