--- design/flow/design.v ---
module SMM(
  clk,
  rst_n,
  in_valid_size,
  in_size,
  in_valid_a,
  in_row_a,
  in_col_a,
  in_val_a,
  in_valid_b,
  in_row_b,
  in_col_b,
  in_val_b,
  out_valid,
  out_row,
  out_col,
  out_val
);
input             clk, rst_n, in_valid_size, in_valid_a, in_valid_b;
input             in_size;
input      [4:0]  in_row_a, in_col_a, in_row_b, in_col_b;
input      [3:0]  in_val_a, in_val_b;
output reg        out_valid;
output reg [4:0]  out_row, out_col;
output reg [8:0] out_val;
reg [3:0] matrix_a[0:31];
reg [4:0] row_a[0:31];
reg [4:0] col_a[0:31];
reg [3:0] matrix_b[0:31];
reg [4:0] row_b[0:31];
reg [4:0] col_b[0:31];
reg [8:0] matrix_result[0:47];
reg [4:0] matrix_result_row[0:47];
reg [4:0] matrix_result_col[0:47];
reg [5:0] nonzero_a;
reg [5:0] nonzero_b;
reg [5:0] nonzero_result;
reg matrix_size;
reg in_a_flag, in_b_flag, in_size_flag;
reg [4:0] temp_col,temp_row;
reg [8:0] temp_val;
reg [6:0] output_count;
reg [2:0] flag;
reg [4:0] cur_row,cur_col;
integer i,j,k;
always @(posedge clk or negedge rst_n) begin
  if(!rst_n) begin
    matrix_size <= 0;
    in_size_flag <= 0;
  end
  else if(in_valid_size) begin
    matrix_size <= in_size;
    in_size_flag <= 1;
  end
end
always @(posedge clk or negedge rst_n) begin
  if(!rst_n) begin
    nonzero_a <= 0;
    in_a_flag <= 0;
  end
  else if(in_valid_size) begin
    nonzero_a <= 0;
    in_a_flag <= 0;
  end
  else if(in_valid_a) begin
    nonzero_a <= nonzero_a + 1;
    in_a_flag <= 1;
  end
end
always @(posedge clk or negedge rst_n) begin
  if(!rst_n) begin
    nonzero_b <= 0;
    in_b_flag <= 0;
  end
  else if(in_valid_size) begin
    nonzero_b <= 0;
    in_b_flag <= 0;
  end
  else if(in_valid_b) begin
    nonzero_b <= nonzero_b + 1;
    in_b_flag <= 1;
  end
end
always @(posedge clk or negedge rst_n) begin
  if(!rst_n) begin
    for(i = 0;i < 32;i = i + 1) begin
      matrix_a[i] <= 0;
      row_a[i] <= 0;
      col_a[i] <= 0;
    end
  end
  else if(in_valid_a) begin
    matrix_a[nonzero_a] <= in_val_a;
    row_a[nonzero_a] <= in_row_a;
    col_a[nonzero_a] <= in_col_a;
  end
end
always @(posedge clk or negedge rst_n) begin
  if(!rst_n) begin
    for(i = 0;i < 32;i = i + 1) begin
      matrix_b[i] <= 0;
      row_b[i] <= 0;
      col_b[i] <= 0;
    end
  end
  else if(in_valid_b) begin
    matrix_b[nonzero_b] <= in_val_b;
    row_b[nonzero_b] <= in_row_b;
    col_b[nonzero_b] <= in_col_b;
  end
end
wire [5:0]check_rowb_cur_row = row_b[cur_row];
wire [5:0]check_cola_cur_col = col_a[cur_col];
always @(posedge clk or negedge rst_n) begin
  if(!rst_n) begin
    for(i = 0;i < 48;i = i + 1) begin
      matrix_result[i] <= 0;
      matrix_result_row[i] <= 0;
      matrix_result_col[i] <= 0;
    end
    cur_row <= 0;
    cur_col <= 0;
    nonzero_result <= 0;
  end
  else if(in_valid_size | in_valid_a | in_valid_b) begin
    for(i = 0;i < 48;i = i + 1) begin
      matrix_result[i] <= 0;
      matrix_result_row[i] <= 0;
      matrix_result_col[i] <= 0;
    end
    nonzero_result <= 0;
    cur_row <= 0;
    cur_col <= 0;
  end
  else if((!in_valid_a) & (!in_valid_b) & (!in_valid_size) & (in_a_flag & in_b_flag & in_size_flag) & ((cur_col < nonzero_a))) begin
    if(cur_row == (nonzero_b - 1)) begin
      cur_col <= cur_col + 1;
      cur_row <= 0;
    end
    else cur_row <= cur_row + 1;
    if((row_b[cur_row] == col_a[cur_col])) begin
      for(i = 0;i < 48;i = i + 1) begin
        if(i < nonzero_result) begin
          if((matrix_result_row[i] == row_a[cur_col]) & (matrix_result_col[i] == col_b[cur_row]) & (flag == 1)) begin
            matrix_result[i] <= matrix_result[i] + matrix_a[cur_col] * matrix_b[cur_row];
          end
        end
        else if((i == nonzero_result) & (flag == 2)) begin
          nonzero_result <= nonzero_result + 1;
          matrix_result[i] <= matrix_a[cur_col] * matrix_b[cur_row];
          matrix_result_row[i] <= row_a[cur_col];
          matrix_result_col[i] <= col_b[cur_row];
        end
      end
    end
  end
end
always @(*) begin
  flag = 0;
  if((!in_valid_a) & (!in_valid_b) & (!in_valid_size) & (in_a_flag & in_b_flag & in_size_flag) & ((cur_col < nonzero_a))) begin
    if((row_b[cur_row] == col_a[cur_col])) begin
      for(i = 0;i < 48;i = i + 1) begin
        if(i < nonzero_result) begin
          if((matrix_result_row[i] == row_a[cur_col]) & (matrix_result_col[i] == col_b[cur_row])) begin
            flag = 1;
          end
        end
        else if((i == nonzero_result) & (flag == 0)) begin
          flag = 2;
        end
      end
    end
  end
end
always @(posedge clk or negedge rst_n) begin
  if(!rst_n) begin
    output_count <= 0;
  end
  else if(in_valid_size | in_valid_a | in_valid_b) begin
    output_count <= 0;
  end
  else if((cur_col == nonzero_a) & (output_count < nonzero_result)) begin
    output_count <= output_count + 1;
  end
end
always @(posedge clk or negedge rst_n) begin
  if(!rst_n) begin
    out_valid <= 0;
    out_row <= 0;
    out_col <= 0;
    out_val <= 0;
  end
  else if((cur_col == nonzero_a) & (output_count < nonzero_result)) begin
    out_valid <= 1;
    out_row <= matrix_result_row[output_count];
    out_col <= matrix_result_col[output_count];
    out_val <= matrix_result[output_count];
  end
  else begin
    out_valid <= 0;
    out_row <= 0;
    out_col <= 0;
    out_val <= 0;
  end
end
endmodule
--- design/flow/run.sh ---
#!/bin/bash
# OpenROAD 26Q1-2900-gdf79404cd8, Yosys 0.63+post, stock flow scripts
make -C /OpenROAD-flow-scripts/flow DESIGN_CONFIG=/design/flow/config.mk WORK_HOME=/design/flow/orfs finish
--- design/flow/config.mk ---
export PLATFORM = sky130hd
export DESIGN_NAME = SMM
export DESIGN_NICKNAME = SMM
export VERILOG_FILES = /design/flow/design.v
export SDC_FILE = /design/flow/constraint.sdc
export NUM_CORES = 4
export LEC_CHECK = 1
export CORE_UTILIZATION = 50
--- design/flow/constraint.sdc ---
current_design SMM

set clk_period 46.2
set clk_io_pct 0.2

create_clock -name clk0 -period $clk_period [get_ports {clk}]

set non_clock_inputs [all_inputs -no_clocks]
set_input_delay [expr $clk_period * $clk_io_pct] -clock clk0 $non_clock_inputs
set_output_delay [expr $clk_period * $clk_io_pct] -clock clk0 [all_outputs]
==> results.txt <==
Numbers from the implementation run.

Per the power-grid run, VDD falls by no more than 0.07080 mV. The share of async-settable or async-resettable flops after synthesis is 100.0%. The ratio of total power to cell area is 44.28 mW/mm². On the final layout, the worst clock skew is 0.1396 ns. STA classifies the critical path endpoint as a flop. The share of total power consumed by net switching is 38.17%. The pin closest to its max-slew limit shows a slew of 1.277 ns. OpenROAD emitted warnings numbering 62. The final-report setup violation count is 0. The detailed placer's ending HPWL is 392300 µm. The insertion delay at the late pin of the worst-skew pair is 0.95 ns. Per the repair_timing log after CTS, setup buffers inserted total 0. The post-CTS clock slew at the launch and capture registers of the worst setup and hold paths is 0.06 ns. The total clock buffers created by CTS is 209.

The total area inside the core boundary comes to 0.2332 mm². The final setup TNS is 0 ns. The start-to-end type of the worst setup path is in -> reg. Looking at the reg2reg group, the worst path starts from cur_row[0]. The proportion of power drawn by the clock network is 31.5%. The flow reports that sequential cells draw 32.1% of the design power. The number of sinks on the clock net is 1866. The number of ports placed on the die boundary is 54. The layout summary lists the proportion of cells stronger than drive strength 1 as 24.57%. The count of library flops with an enable pin is 0. The part of the cycle the worst path needs is 31.53%. As logged by OpenROAD, the buffers inserted on ports number 52. In this run the tightest slew margin relative to its limit is 14.89%. The top fanout value on the critical path is 37.

Yosys reports a chip area of 0.1177 mm². The number of distinct library cells after synthesis is 120. The routability congestion estimate is 1.165. Per the synth log, the flip-flop and latch total comes to 1866. After synthesis, flip-flops and latches occupy 39.68% of the total area.

The average wire length per cell after detail routing is 38.52 µm. The tool flagged a number of max-cap violations equal to 0. The via count is 96780. The pin count of the biggest net entering global routing is 136. STA shows the worst min-delay path finishing at in_size_flag.

The via count of the first global-routing pass is 95770. Overall power consumption after layout is estimated at 5.849 mW. The number of warnings reported in the yosys synthesis log is 10. The post-route DRC violation count is 0. The minimum setup slack among reg-to-reg paths is 36.25 ns. The post-CTS resize count is 0.

The flow ran to the end, and the final reports show no timing, DRC or antenna violations. The synthesized area divided by synthesized cell count is 10.84 µm². Setup repair after global routing left no endpoint under its margin.

The CTS tree is yes. The number of instances in the synthesized netlist is 10850. The data arrival time reported for the critical path is 15.27 ns. The first-pass GRT wire length is 766200 µm.

The final timing report lists a max-slew violation count of 0. The initial antenna violation count is 34. The report puts the cell count of the worst reg-to-reg path at 23. The standby leakage power is 63.84 nW. Per the run report, area growth between synthesis and finish was 12.23%. The path class of the tightest hold or removal check is reg -> reg.

The initial utilization of the core area, before any placement, comes to 50.46%. Counting endpoints that fail hold in the final report gives 0. Counting instances, the worst hold path has a depth of 1. The power report attributes to the combinational group a share of 36.4%. After global routing the overflow that remains totals 0. The final routed wirelength across all metal layers is 553500 µm. The prevailing post-synth register cell is dfrtp_1.

The standard-cell row count is 177. After the first detailed-routing iteration, the DRC count stood at 9020. The highest achievable clock rate is 0.06866 GHz. The cell-internal power is 3.616 mW.

The detailed placer reported the number of placed instances as 13940. The die boundary height is 487.1 µm. Per the hold report, the tightest min-delay path originates at in_size_flag. In this run the remaining antenna-violating nets after routing total 0. The total track usage is 49.31%.

In this run, post-CTS hold repair placed 0 buffers. The die covers 0.2373 mm². In this run the deepest clock path goes through 3 buffers. The critical register-to-register path endpoint is matrix_result[7][4]. The H-tree depth is 4. The net switching power in the latest report is 2.232 mW.

The launch point of the worst path is in_valid_size. In the routed layout, each cell is associated on average with a via count of 6.736. The buffer type at the clock tree root is clkbuf_16. After the flow finishes, the layout carries non-filler instances totaling 14370. The iteration count recorded for the first detailed-route pass is 8.

The routed design could run at a clock period as short as 14.56 ns. The cell area after technology mapping is 0.1177 mm². Yosys stat counts 10850 cells in the synthesized netlist. Measured along the x axis, the die boundary spans 487.1 µm. According to the timing report, the data required time at the worst endpoint equals 46.91 ns. The category of the worst setup path launch point is an input port.
## state kept, by name (all words and copies together) (netlist names), 6 cells and up
name / count
row_a: 160
nonzero_result: 6
out_val: 9
matrix_result_col: 240
matrix_a: 128
output_count: 7
col_a: 160
row_b: 160
matrix_b: 128
matrix_result: 432
matrix_result_row: 240
col_b: 160
nonzero_b: 6
nonzero_a: 6
## metrics by stage
step / cell area, µm² / hold WS [ns] / setup slack (ns) / utilization, %
floorplan: 117700 / 0.4375 / 34.02 / -
global placement: 124300 / 0.4521 / 30.95 / 53.31
detailed placement: 124300 / 0.4588 / 30.91 / 53.31
CTS: 132000 / 0.4719 / 31.78 / 56.59
global route: 132000 / 0.5019 / 31.52 / 56.60
finish: 132100 / 0.4746 / 31.64 / 56.63
## Yosys cell counts (47+ instances only)
library cell / count / area (µm²)
fa_1: 292 / 5846
dfrtp_1: 1866 / 46690
a21o_1: 156 / 1171
nand2_1: 529 / 1986
xnor2_1: 414 / 3626
buf_2: 136 / 680.7
nor2b_1: 81 / 506.7
nor3_1: 100 / 500.5
a22o_1: 264 / 2312
mux2i_1: 162 / 1622
nand4_1: 177 / 1107
a22oi_1: 320 / 2402
o22ai_1: 55 / 344.1
nand2b_1: 59 / 369.1
ha_1: 534 / 6681
a21oi_1: 417 / 2087
o21ai_0: 307 / 1536
nor4_1: 47 / 294.0
a221oi_1: 246 / 2155
mux2_2: 1539 / 17330
o21bai_1: 84 / 630.6
clkbuf_1: 398 / 1494
nand3_1: 206 / 1031
xor2_1: 333 / 2917
nor2_1: 449 / 1685
inv_1: 762 / 2860
buf_1: 92 / 345.3
## final cells by class
type	instances	area [µm²]
clock buffers	307	6198
fillers	19020	101100
diodes	39	97.59
well taps	3132	3919
repair buffers	632	4980
inverters	767	2890
clock inverters	85	1443
multi-input cells	7539	65830
flip-flops and latches	1866	46710
## power by group through the flow
stage | Combinational, mW | Sequential (mW) | Clock [mW]
4_1_cts | 2.09 | 1.87 | 1.86
5_1_grt | 2.34 | 1.88 | 1.92
6_report | 2.13 | 1.88 | 1.84
## worst max path at each step
stage | to | slack, ns
4_1_cts | matrix_result[8][8] | 31.78
5_1_grt | matrix_result[8][0] | 31.52
6_report | matrix_result[8][8] | 31.64
## metal layers
layer	vias up	wire, µm	track usage, %
met1	49070	198900	62.67
met5	-	1406	3.940
met3	1779	83640	28.17
met4	44	44950	30.45
met2	6153	224600	65.22
li1	39730	-	-
## critical path, cell delays in order
cell	delay, ns
clkdlybuf4s50_1	0.40
buf_4	0.22
or3_4	0.66
nor3_1	0.72
nand2_1	0.48
nor2_2	0.17
buf_4	0.53
inv_2	0.34
a31oi_4	0.22
buf_4	0.42
buf_4	0.57
a221o_1	0.80
a21oi_1	0.14
a22o_1	0.26
## cell families after synthesis
kind of cell,share of synthesized area (%)
multiplexers,16.62
buffers and inverters,4.971
AND-OR/OR-AND,14.52
adder cells (fa/ha/maj),10.64
XOR/XNOR,5.560
flip-flops,39.68
AND/OR/NAND/NOR,7.999
## cell usage in the layout (no fill, tap or decap), types with 35 or more instances in the layout
cell	count
dfrtp_1	1859
mux2_2	1539
inv_1	756
buf_4	573
ha_1	530
nand2_1	526
a21oi_1	413
xnor2_1	410
nor2_1	380
xor2_1	331
a22oi_1	320
o21ai_0	295
fa_1	290
a22o_1	264
a221oi_1	246
clkbuf_16	209
nand3_1	205
nand4_1	177
mux2i_1	161
a21o_1	155
nor3_1	90
o21bai_1	84
nor2b_1	81
nor2_2	64
clkbuf_8	60
nand2b_1	59
o22ai_1	55
clkdlybuf4s50_1	51
o21ai_1	49
a222oi_1	44
nor4_1	40
diode_2	39
clkinv_2	38
a211oi_1	38
clkbuf_1	38
mux2_1	35
Power and IR drop assume default switching activity.
